### design.v
module pc_reg(  
    input wire      clk,  
    input wire      rst,  
    output reg[31:0] pc_o  
);  
    always @(posedge clk) begin 
        if(rst == 1'b0) 
            pc_o <= 32'b0;
        else 
            pc_o <= pc_o + 32'd4;
    end
endmodule
### constraint.sdc
current_design pc_reg

set clk_period 4.0
set clk_io_pct 0.2

create_clock -name clk0 -period $clk_period [get_ports {clk}]

set non_clock_inputs [all_inputs -no_clocks]
set_input_delay [expr $clk_period * $clk_io_pct] -clock clk0 $non_clock_inputs
set_output_delay [expr $clk_period * $clk_io_pct] -clock clk0 [all_outputs]
### run.sh
#!/bin/bash
# OpenROAD 26Q1-2900-gdf79404cd8, Yosys 0.63+post, stock flow scripts
make -C /OpenROAD-flow-scripts/flow DESIGN_CONFIG=/design/flow/config.mk WORK_HOME=/design/flow/orfs finish
### config.mk
export PLATFORM = sky130hd
export DESIGN_NAME = pc_reg
export DESIGN_NICKNAME = pc_reg
export VERILOG_FILES = /design/flow/design.v
export SDC_FILE = /design/flow/constraint.sdc
export NUM_CORES = 4
export LEC_CHECK = 1
export CORE_AREA = 10 10 91 91
export DIE_AREA = 0 0 101 101
==> results.toml <==
# generated from flow reports
[synth]
top_cells_by_area = "dfxtp_1 41%, xor2_1 5.3%, a21oi_1 5.1%, and4_1 4.8%, nand4_1 4.2%"
ys_ff = 30
seq_area_frac_synth_pct = 40.75
ys_warn_count = 1
syn_area_mm2 = 0.001474
syn_avg_cell_area_um2 = 8.773
synth_cells = 168
synth_chip_area_mm2 = 0.001474
yosysTopAreaCell = "dfxtp_1"
top_area_share_pct = 40.75
ys_types = 30
yosysCellCount = 168

[critical_path]
cp-start-kind = "register"
cpLargestDelayFamily = "flip-flops"
reg2reg_to = "pc_o[28]"
slowest_delay_ps = 540
slowest_stage = "dfxtp_1"
cp.required_ps = 3200
crit_arrival_ps = 1360
worst-path-buf-inv = 1
crit_chain = "clkdlybuf4s50_1"
worstRegToRegCells = 5
rr_startpoint = "pc_o[2]"
r2r_slack_ps = 2120
crit_type = "register to output port"
critPathMaxFanout = 10
endpoint_kind = "output port"
path_depth = 1

[clock_network]
clock_latency_ps = 270
htree_levels = 2
cts_buffers = 5
postCtsSetupRepairBufs = 0
cts_resized = 0
cts_buffer_depth = 2
cts_root_buf = "clkbuf_8"
clk_pin_slew_worst_paths_ps = 60
hold_buffers = 0
clkSinkCount = 30
cts_tree = "yes"

[power]
p_leak_nw = 0.6083
p_per_area_mw_per_mm2 = 293.1
peakVddDrop_mv = 0.1099
p_total_uw = 555.9

[route]
met1_length_mm = 1.814
dr_wl_met3_um = 155
drt_iter0_drc = 59
via_per_inst = 4.696
wirelength_mm = 3.719
first_pass_iters = 4
dr_total_vias = 1282
drc = 0
top_layer = "met4"
n_antenna_cell = 0
ant_nets = 0
met2_length_mm = 1.692
post_drt_wl_per_cell_um = 13.62

[timing]
worst_pin_slew_ps = 506.8
setup_ws_ps = 1843
setup_violations = 0
finalCritPeriodShare_pct = 53.92
clock_skew_ps = 3.141
tns_ps = 0
slew_headroom_pct = 66.16
rsz0062_at_grt = "false"
finalHoldViolCount = 0
slew_violations = 0
hold_slack_ps = 482.2
fin_crit_ps = 2157
fmax_mhz = 463.7

[placed_design]
dpl-instance-area_mm2 = 0.001814
place_hpwl_mm = 2.660
io_buffers = 31
place_ws_ps = 2073
routabilityCongestion = 0.7981
dp_cells = 267

[floorplanning]
die_w_um = 101
coreArea_mm2 = 0.006350
fp.dieH_um = 101
io_pins = 34
die_area_mm2 = 0.01020
num_rows = 29
floorplanUtilization_pct = 23.21

[global_routing]
grt_max_degree = 29
antenna_found_initial = 0
grt_pass1_wl_mm = 6.313
grt_overflow_total = 0
grt_pass1_vias = 1265
gr-usage-all-layers_pct = 7.495

[worst_hold_path]
hp-class = "register to register"
hold_depth = 1
hold_path_startpoint = "pc_o[2]"
min_to = "pc_o[2]"

[layout]
reg_top3 = "pc_o x30"
utilization_pct = 29.87
drive_above_1_share_pct = 5.612
syn2layout_area_growth_pct = 28.69
fin_area_mm2 = 0.001897
finalNonFillerCells = 273
largest_reg_flops = 30
top_register = "pc_o"

[run]
log.warning_count = 25
maxCapViolations = 0

[status]
status = "completed"
==> how the worst max path moves through the flow <==
stage | from | to | slack [ps]
after CTS | pc_o[6] | pc_o[6] | 1790
after global routing | pc_o[6] | pc_o[6] | 1740
final | pc_o[6] | pc_o[6] | 1840
==> kinds of logic after synthesis <==
group,after synthesis,synth area share [%]
AOI/OAI and AO/OA,30,11.04
xor gates and xnor gates,12,7.131
adders and majority gates,1,0.8488
buffers and inverters,14,5.772
DFF,30,40.75
muxes,1,0.6791
other,1,0.2544
and+or+nand+nor,79,33.53
==> cells in the mapped netlist (all sizes together) <==
master   n
a21oi   15
and2     5
and3     2
and4     8
buf     10
conb     1
dfxtp   30
ha       1
inv      4
mux2i    1
nand2    8
nand2b   1
nand3   11
nand4   13
nor2    13
nor3     1
nor4     2
o21ai   10
o31ai    5
or3     10
or4      5
xnor2    3
xor2     9
==> cell type report <==
| cell class | count | area (um^2) |
|---|---|---|
| clock buffer | 6 | 82.58 |
| fill | 652 | 4453 |
| inverter | 4 | 15.01 |
| multi-input combinational | 125 | 792.0 |
| tap | 77 | 96.34 |
| sequential | 30 | 600.6 |
| timing repair buffer | 31 | 310.3 |
==> routing by layer <==
| layer | vias to the layer above | GRT usage (%) |
|---|---|---|
| li1 | 674 | - |
| met1 | 581 | 9.777 |
| met2 | 22 | 12.24 |
| met3 | 5 | 2.356 |
| met4 | 0 | 0.9646 |
| met5 | - | 0 |
==> power by group <==
part / leakage (nW) / switching, mW / total [mW] / internal [mW]
logic: 0.323 / 0.00758 / 0.0150 / 0.00741
clock network: 0.0431 / 0.104 / 0.236 / 0.132
registers: 0.242 / 0.00334 / 0.305 / 0.301
==> cells in the final DEF, fill, tap and decap left out <==
| cell type | instances |
|---|---|
| a21oi_1 | 15 |
| and2_1 | 5 |
| and3_1 | 1 |
| and3_4 | 1 |
| and4_1 | 8 |
| clkbuf_8 | 6 |
| clkdlybuf4s50_1 | 31 |
| conb_1 | 2 |
| dfxtp_1 | 30 |
| ha_1 | 1 |
| inv_1 | 3 |
| inv_2 | 1 |
| mux2i_1 | 1 |
| nand2_1 | 8 |
| nand2b_1 | 1 |
| nand3_1 | 11 |
| nand4_1 | 10 |
| nand4_2 | 1 |
| nand4_4 | 2 |
| nor2_1 | 13 |
| nor3_1 | 1 |
| nor4_1 | 2 |
| o21ai_0 | 10 |
| o31ai_1 | 5 |
| or3_1 | 10 |
| or4_1 | 5 |
| xnor2_1 | 3 |
| xor2_1 | 9 |
No activity file was given, so power comes from the tool's default toggle rates.
