`run.sh`:
```
#!/bin/bash
# OpenROAD 26Q1-2900-gdf79404cd8, Yosys 0.63+post, stock flow scripts
make -C /OpenROAD-flow-scripts/flow DESIGN_CONFIG=/design/flow/config.mk WORK_HOME=/design/flow/orfs finish
```
`config.mk`:
```
export PLATFORM = sky130hd
export DESIGN_NAME = dff_set
export DESIGN_NICKNAME = dff_set
export VERILOG_FILES = /design/flow/design.v
export SDC_FILE = /design/flow/constraint.sdc
export NUM_CORES = 4
export LEC_CHECK = 1
export CORE_AREA = 10 10 88 88
export DIE_AREA = 0 0 98 98
```
`constraint.sdc`:
```
current_design dff_set

set clk_period 1.1
set clk_io_pct 0.2

create_clock -name clk0 -period $clk_period [get_ports {clk}]

set non_clock_inputs [all_inputs -no_clocks]
set_input_delay [expr $clk_period * $clk_io_pct] -clock clk0 $non_clock_inputs
set_output_delay [expr $clk_period * $clk_io_pct] -clock clk0 [all_outputs]
```
`design.v`:
```
module dff_set #(parameter DW = 32)
(
    input wire clk, 
    input wire rst,
    input wire[DW - 1:0] set_data,
    input wire[DW - 1:0] data_i,
    output reg[DW - 1:0] data_o
);
    always @(posedge clk)begin
        if(rst == 1'b0)
            data_o <= set_data;  
        else
            data_o <= data_i;
    end
endmodule
```
==> results.txt <==
Synthesis and PnR results.

- The run finished with clean final reports.
- The clock share of power reads 37.9%.
- The area of the synthesized netlist per yosys stat reads 0.00118 mm2.
- The kind of path behind the tightest hold check reads input port to flop.
- Per the CTS log, the maximum H-tree level is 2.
- Setup repair after global routing left no endpoint under its margin.
- The share of total power consumed by net switching reads 19.0%.
- The die is 98 um tall.
- The maximum number of pins on one net before global-route repair is 18.
- The first-pass detailed-route iteration total reads 3.
- In this run the remaining antenna-violating nets after routing total 0.
- The number of different library cells used by synthesis comes to 5.
- The final total power is 2.91 mW.
- After synthesis, the share of flip-flops with an asynchronous set or reset is 0%.
- The total routed wirelength reads 3610 um.
- The average cell area after synthesis is 17.4 um2.
- The required time of the critical path reads 0.88 ns.
- After its last routability iteration, the placer logged a weighted congestion of 0.754.
- The sort of element at the end of the critical path reads a primary output.
- The clock passes through at most 2 buffers.
- The horizontal die size is 98 um.
- The post-synth design cell area reads 0.00118 mm2.
- The warning tally printed by Yosys for this design is 1.
- For met1 alone, demand over resource in global routing was 8.91%.
- The number of hold-repair buffers added at the cts stage is 0.
- The final number of max-transition violations reads 0.
- The number of hold-slack violations in the final timing report is 0.
- The number of antenna diodes in the final layout is 0.
- Looking at the global route congestion table, the highest-usage layer is met2.
- The power spent charging and discharging nets is 554 uW.
- The most frequent cell after synthesis is sky130_fd_sc_hd__dfxtp_1.
- The via count of the first global-routing pass came to 960.
- The register with the most flip-flops in the layout has 32 of them.
- Walking the worst path, the cells encountered are dlygate4sd2_1.
- Counting flops with a built-in enable in the synthesized netlist gives 0.
- The slowest library cell on the worst path is sky130_fd_sc_hd__dfxtp_1.
- The routed layout reports a DRC error count of 0.
- The number of cells produced by synthesis is 68.
- The finished layout reports a core utilization of 38.7%.
- The area share of the largest cell type after synthesis is 54.1%.
- The total core area reads 0.00592 mm2.
- The number of port buffers is 97.
- The largest area contributor in the netlist is sky130_fd_sc_hd__dfxtp_1.
- The final tally of setup violations reads 0.
- The dominant register cell is sky130_fd_sc_hd__dfxtp_1.
- According to the I/O placement log, the pin count is 98.
- In the global route stage, met2 resource usage came out at 11.5%.
- Per report_power, the sequential group accounts for 43.8% of the total.
- The time the final worst path needs with I/O delays and setup is 1.04 ns.
- The number of flip-flops and latches in the synthesized netlist is 32.
- The overall fraction of global-route tracks in use reads 7.28%.
- Max-cap violations in this run came to 0.
- The area fraction in mux cells reads 39.9%.
- The power report lists cell-internal power as 2.36 mW.
- The largest registers in the layout are data_o: 32 flops.
- The initial standard-cell utilization of the core reads 20.0%.
- The clock net in this run drives a total of 32 sinks.
- The TritonCTS clock tree reads built.
- The script extracted a total leakage power of 1.02 nW.
- The global-route congestion overflow total is 0.
- The layout-stage area growth over the synthesis result reads 93.6%.
- By area, the combinational part of the netlist is dominated by multiplexers.
- The post-synthesis share of cell area spent on full adders, half adders and majority gates is 0%.
- The sequential-to-total area share from yosys stat is 54.1%.
- CTS added clock buffers totalling 5.
- The buffers plus inverters on the worst setup path is 1.
- The first global-routing pass estimated 5560 um of wire.
- The share of the clock period used by the worst path reads 95.0%.
- The clock root buffer is sky130_fd_sc_hd__clkbuf_8.
- The pin closest to its max-slew limit shows a slew of 0.174 ns.
- The post-placement worst setup slack reads 0.0462 ns.
- The worst setup path is launched from a flop.
- In this build the clock could be raised as far as 957 MHz.
- The overall die size recorded for this design is 0.00960 mm2.
- The number of cells in the yosys synthesis report reads 68.
- The worst max-slew margin expressed relative to the limit reads 88.4%.
- TritonRoute output was used to compute an average wire per cell of 14.6 um.
- The met3 usage in global routing reads 3.63%.
- The total vias in the final route is 862.
- The critical path start-end classification is flop to primary output.
- After clock tree synthesis, the clock-pin slew on the worst setup and hold paths is 0.07 ns.
- Ranked by instance count, the synthesized netlist is headed by sky130_fd_sc_hd__dfxtp_1 (32), sky130_fd_sc_hd__mux2_4 (30), sky130_fd_sc_hd__buf_12 (3).
- The total tool warning count reads 25.
- The cell class contributing the biggest share of worst-path delay is flip-flops.
- The setup TNS after final layout is 0 ns.
- Of the cells placed in the final design, the portion with a size suffix greater than 1 is 26.2%.
- The synthesized netlist devotes 0% of its cell area to simple gates.
- After synthesis, the cell types taking the most area are sky130_fd_sc_hd__dfxtp_1 (54%), sky130_fd_sc_hd__mux2_4 (38%), sky130_fd_sc_hd__buf_12 (5.1%), sky130_fd_sc_hd__mux2_2 (1.9%), sky130_fd_sc_hd__buf_6 (0.95%).
- The register name with the most flops reads data_o.
- The complex-gate fraction of the synthesized area reads 0%.
- After layout, the worst setup slack is 0.0552 ns.
- The data arrival at the endpoint of the critical path is 0.82 ns.
- The number of design-rule violations left by the first detailed-router iteration reads 11.
- According to the floorplan log, the row count is 28.
- The critical path maximum fanout is 1.
- Per the power-grid run, VDD falls by no more than 459 uV.
- The combinational fraction of design power reads 18.3%.
- The per-cell via count in the routed design is 3.49.
- The peak per-stage delay on the critical path is 0.30 ns.
- The initial antenna violation count is 0.
- The power density over the cells reads 1270 mW/mm2.
- The xor and xnor fraction of the mapped netlist area is 0%.
## through the flow
stage                     cells  cell area (um2)  hold WS [ns]
final                       247             2290         0.334
after floorplan              68             1180         0.363
after CTS                   247             2290         0.318
after global routing        247             2290         0.337
after detailed placement    239             2220         0.617
after global placement      239             2220         0.604
## layer usage
layer  vias up  part of all wire, %
li1        438                    -
met1       371                   41
met2        51                   48
met3         2                   11
met4         0                 0.28
met5         -                    0
## layout by cell type (no fill, tap or decap), drive strengths merged
master and count:
mux2 32, clkbuf 6, dlygate4sd2 30, buf 4, clkdlybuf4s50 64, clkinv 1, dfxtp 32, bufinv 1
clkdlybuf4s15 2
## path summary, 6_finish.rpt
check	startpoint	end	cells past startpoint
max	data_o[4]$_DFF_P_	data_o[4]	1
min	rst	data_o[29]$_DFF_P_	2
## power groups by stage
stage     Sequential, mW  Clock (mW)  Combinational [mW]
5_1_grt             1.28        1.22               0.576
6_report            1.27        1.10               0.534
4_1_cts             1.27        1.17               0.545
## what timing repair did
| item | 4_1_cts | 5_1_grt |
|---|---|---|
| setup buffers | 0 | 0 |
| setup endpoints to repair | 32 | 2 |
| gates resized | 34 | 2 |
## cell type report
cell class | instances | area, um2
Fill cell | 563 | 3630
Timing Repair Buffer | 100 | 976
Sequential cell | 32 | 643
Multi-Input combinational cell | 32 | 473
Tap cell | 75 | 93.8
Clock buffer | 6 | 72.6
Clock inverter | 2 | 35.0
## kinds of logic after synthesis
kind of cell / Yosys count
buf+inv: 4
flops: 32
mux: 32
No activity file was given, so power comes from the tool's default toggle rates.
